==> config.mk <==
export PLATFORM = sky130hd
export DESIGN_NAME = Stack
export DESIGN_NICKNAME = Stack
export VERILOG_FILES = /design/flow/design.v
export SDC_FILE = /design/flow/constraint.sdc
export NUM_CORES = 4
export LEC_CHECK = 1
export CORE_AREA = 10 10 94 94
export DIE_AREA = 0 0 104 104
==> constraint.sdc <==
current_design Stack

set clk_period 3.1
set clk_io_pct 0.2

create_clock -name clk0 -period $clk_period [get_ports {CLK}]

set non_clock_inputs [all_inputs -no_clocks]
set_input_delay [expr $clk_period * $clk_io_pct] -clock clk0 $non_clock_inputs
set_output_delay [expr $clk_period * $clk_io_pct] -clock clk0 [all_outputs]
==> design.v <==
`timescale 1ns / 1ps
module Stack #(parameter WL = 4, DEPTH = 4)
              (input CLK, RST,
               input rReq, wReq,
               input [WL-1:0] din, 
               output reg [WL-1:0] dout,
               output FULL, EMPTY, 
               output reg ERROR);
reg [WL-1:0] Buffer [0:DEPTH-1];    
reg [$clog2(DEPTH+1)-1:0] sp;  
initial sp = 4'b0;
integer i;
    assign FULL  = (sp == DEPTH);
    assign EMPTY = (sp == 0);
    always @ (posedge CLK) begin
        if (!RST) begin
            if (rReq) begin  
                if (!EMPTY) begin
                    dout <= Buffer[sp];
                    ERROR <= 1'b0;
                end
                else if (EMPTY) begin
                    ERROR <= 1'b1;
                end
                sp <= sp - 1;
            end
            if (wReq) begin  
                if (!FULL) begin
                    Buffer[sp] <= din;
                    ERROR <= 1'b0;
                end
                else if (FULL) begin
                    ERROR <= 1'b1;
                end
                sp <= sp + 1;
            end
        end
    end
endmodule
==> run.sh <==
#!/bin/bash
# OpenROAD 26Q1-2900-gdf79404cd8, Yosys 0.63+post, stock flow scripts
make -C /OpenROAD-flow-scripts/flow DESIGN_CONFIG=/design/flow/config.mk WORK_HOME=/design/flow/orfs finish
==> run_results.csv <==
group,metric,value,unit
critical_path,regToRegSetupSlack,1400,ps
grt,antenna_found_initial,0,
grt,grt_pass1_wl,2700,um
cells_and_area,final_cells,158,
clock_network,ctsResizeCount,0,
pwr,combPwrFrac,0.091,
critical_path,cp.buffers_inverters,1,
grt,overflow,0,
sta,period_needed,2300,ps
critical_path,rr_startpoint,"sp[0]$_DFFE_PP_",
synth,ys_seq_frac,0.757,
synth,synthDistinctLibCells,17,
cells_and_area,drive_gt1_frac,0.210,
pwr,p_per_area,488,mW/mm2
min_path,worstHoldStart,"Buffer[2][1]$_DFFE_PP_",
pwr,power_leakage,0.000372,uW
drt,drt-total-wl,1590,um
flow_run,warnings,25,
cells_and_area,lay_top_count,"edfxtp_1",
sta,fmax,0.434,GHz
grt,use_met1,0.0357,
critical_path,end_kind,"output port",
synth,ys_chip_area,952,um2
grt,grt_usage,0.0310,
pwr,seqPwrFrac,0.634,
clock_network,cts_setup_buffers,0,
sta,finalMaxSlewViolations,0,
floorplan,chipHeight,104,um
critical_path,crit_type,"flip-flop to output port",
sta,final_hold_viol_count,0,
pwr,ir_drop,0.158,mV
critical_path,slowest_delay,600,ps
clock_network,tritoncts,"yes",
critical_path,reg2reg_depth,2,
critical_path,path_cells,"nor3_2, clkdlybuf4s50_1",
cells_and_area,final_util,0.183,
drt,drt_iter0_drc,17,
sta,clock_skew,4.06,ps
clock_network,htree_levels,1,
placement,place_inst,155,
drt,firstDrtPassIters,3,
min_path,whs_path_depth,1,
clock_network,clkTransAtPathRegs,70,ps
cells_and_area,lay_top_cells,"edfxtp_1 (24), clkdlybuf4s50_1 (14), mux4_2 (4), clkbuf_8 (3)",
synth,synthCells,45,
sta,rsz0062_at_grt,"no",
cells_and_area,synthToLayoutAreaGrowth,31.5,%
drt,drc_errors,0,
drt,num_vias,457,
grt,use_met2,0.0464,
placement,portBuffers,14,
synth,synth-simple-area-share,0.0841,
pwr,p_int,496,uW
synth,adder_share,0.0210,
drt,via_per_inst,2.89,
floorplan,io_pins,15,
min_path,min_path_type,"flip-flop to flip-flop",
critical_path,crit_arrival,1680,ps
critical_path,startpoint_type,"flip-flop",
synth,ys_cells,45,
floorplan,core,0.00683,mm2
clock_network,cts_sinks,24,
grt,grt_pass1_vias,515,
grt,grt_max_degree,13,
drt,antennaDiodeCount,0,
critical_path,critPathMaxFanout,10,
drt,ant_nets,0,
status,status,"finished, final reports clean",
flow_run,max-cap-violations,0,
pwr,p_sw_frac,0.187,
clock_network,clk_root_buffer_cell,"clkbuf_8",
min_path,holdPathEnd,"dout[1]$_DFFE_PP_",
grt,gr-usage-met3,0.0244,
synth,ys_top_logic_family,"multiplexers",
synth,synthXorXnorAreaFrac,0.0184,
sta,fin_tns_setup,0,ps
floorplan,die_area,0.0108,mm2
synth,mux_area_frac,0.0946,
clock_network,clock_latency,250,ps
synth,yosysWarnings,1,
placement,gp_congestion,0.728,
pwr,p_clk_frac,0.276,
drt,wl_per_cell,10.1,um
critical_path,cp_top_family,"flip-flops",
sta,setup_violations,0,
synth,syn-cell-area,952,um2
floorplan,core.rowCount,30,
floorplan,fp.dieW,104,um
synth,avgSynthCellArea,21.2,um2
sta,period_used_share,0.743,
synth,ys.flops,24,
critical_path,required,2480,ps
grt,top_usage_layer,"met2",
clock_network,ctsHoldBuffers,0,
clock_network,cts_buffers,3,
synth,synth.cellmix.compoundShare,0,
pwr,power_switching,114,uW
cells_and_area,fillers,749,
placement,place_hpwl,1290,um
sta,tightest_slew,626,ps
critical_path,reg2reg_to,"dout[1]$_DFFE_PP_",
sta,slew_headroom,0.582,
floorplan,initCoreUtil,0.139,
clock_network,cts.path.max_buffers,2,
critical_path,cpMaxStageDelayCell,"edfxtp_1",
==> sequential cells by signal, summed over array words and instances, names as in the netlist <==
signal	flops
Buffer	16
dout	4
sp	3
ERROR	1
==> metrics by stage <==
| step | worst slack [ps] | hold slack [ps] | power [uW] | instance area (um2) |
|---|---|---|---|---|
| 2_1_floorplan | 1450 | 586 | 420 | 952 |
| 3_3_place_gp | 936 | 617 | 450 | 1210 |
| 3_5_place_dp | 939 | 621 | 452 | 1210 |
| 4_1_cts | 747 | 633 | 620 | 1250 |
| 5_1_grt | 640 | 651 | 644 | 1250 |
| 6_report | 796 | 631 | 611 | 1250 |
==> worst max path at each step <==
| stage | from | endpoint | cells after the start |
|---|---|---|---|
| after CTS | sp[0]$_DFFE_PP_ | EMPTY | 2 |
| final | sp[0]$_DFFE_PP_ | EMPTY | 2 |
| after global routing | sp[0]$_DFFE_PP_ | EMPTY | 2 |
==> final cells by class <==
type / instances / area [um2] / area share
inverter: 2 / 7.51 / 0.00599
multi-input combinational: 17 / 208 / 0.166
tap: 96 / 120 / 0.0959
timing repair buffer: 16 / 155 / 0.124
sequential: 24 / 721 / 0.575
clock buffer: 3 / 41.3 / 0.0330
==> metal layers <==
metal | up-vias | part of all wire
met4 | 0 | 0.010
li1 | 214 | -
met5 | - | 0
met1 | 222 | 0.42
met3 | 2 | 0.11
met2 | 19 | 0.45
==> cell families (layout without fill, tap and decap cells) <==
kind of cell	count (synthesis)	count (layout)
XOR/XNOR	2	2
adder cells (fa/ha/maj)	1	1
buffers and inverters	4	21
flip-flops	24	24
multiplexers	4	4
AND/OR/NAND/NOR	10	10
==> cell usage after synthesis (all sizes together) <==
library cell	number	share of area
xnor2	1	0.0092
nor4	1	0.0066
mux4	4	0.095
nor3	2	0.016
fa	1	0.021
nor2	2	0.0079
buf	2	0.017
edfxtp	24	0.76
nor3b	3	0.029
xor2	1	0.0092
nor4b	2	0.025
inv	2	0.0079
==> power groups by stage <==
stage	combinational (uW)	clock (uW)	sequential, uW
CTS	56.8	176	388
global route	62.3	193	389
finish	55.5	168	387
==> worst register-to-register path: stages (launching register included) <==
cell and delay (ps):
edfxtp_1 660, nor3_2 130, nor3b_1 550
No activity file was given, so power comes from the tool's default toggle rates.
