--- ./run.sh ---
#!/bin/bash
# OpenROAD 26Q1-2900-gdf79404cd8, Yosys 0.63+post, stock flow scripts
make -C /OpenROAD-flow-scripts/flow DESIGN_CONFIG=/design/flow/config.mk WORK_HOME=/design/flow/orfs finish
--- ./design.v ---
`timescale 1ns / 1ps
module CompareSubtract #(parameter WL = 4)
                        (input CompareSubtract,
                         input [WL-1:0] rh, d,
                         output [WL-1:0] q,
                         output reg [WL-1:0] rh_tmp);
integer i;
    always @ (*) begin
        if (CompareSubtract) begin
            for (i = 0; i <= WL-1; i = i + 1) begin
                if (rh >= d) begin
                    rh_tmp = rh - d;
                end
                else begin
                    rh_tmp = rh;
                end
            end
        end
    end
    assign q = rh_tmp;
endmodule
`timescale 1ns / 1ps
module Controller #(parameter WL = 4)
                   (input CLK, RST,
                    output reg CompareSubtract,  
                    output reg ShiftRegister,
                    output reg AVAIL);  
reg [WL-1:0] state, next_state;
localparam Idle      = 0,  
           Operation = 1,  
           Last      = 2,  
           Done      = 3;  
    always @ (posedge CLK) begin
        if (RST)
            state <= Idle;
        else
            state <= next_state;
    end
    always @ (state) begin
        case (state)
            Idle: begin
                next_state = Operation;        
            end
            Operation: begin
                next_state = Last;
            end
            Last: begin
                next_state = Done;
            end
            Done: begin
                next_state = Done;
            end
        endcase
    end
    always @ (state) begin
        case (state)
            Idle: begin
                CompareSubtract = 1'b0;
                ShiftRegister = 1'b0;
                AVAIL = 1'b0;
            end
            Operation: begin
                CompareSubtract = 1'b0;
                ShiftRegister = 1'b1;
                AVAIL = 1'b0;
            end
            Last: begin
                CompareSubtract = 1'b1;
                ShiftRegister = 1'b0;
                AVAIL = 1'b0;
            end
            Done: begin
                CompareSubtract = 1'b0;
                ShiftRegister = 1'b0;
                AVAIL = 1'b1;
            end
            default: begin
                CompareSubtract = 1'bx;
                ShiftRegister = 1'bx;
                AVAIL = 1'bx;
            end
        endcase
    end        
endmodule
`timescale 1ns / 1ps
module Divisor #(parameter WL = 4)
                (input CLK, RST,
                 input [WL-1:0] dividend,
                 input [WL-1:0] divisor,
                 output [WL-1:0] quotient,
                 output [WL-1:0] remainder);
wire [2*WL-1:0] dividend_extended, dividend_extended_q;
wire [WL-1:0] rh, rl, d, q, rh_tmp;
wire CompareSubtract, ShiftRegister, AVAIL;
Controller      #(.WL(WL)) C  (.CLK(CLK), .RST(RST), .CompareSubtract(CompareSubtract), .ShiftRegister(ShiftRegister), .AVAIL(AVAIL));
ZeroExtender    #(.WL(WL)) ZE (.dividend(dividend), .dividend_extended(dividend_extended));
Register        #(.WL(WL)) D  (.CLK(CLK), .RST(RST), .d(divisor), .q(d));
Register        #(.WL(WL)) RH (.CLK(CLK), .RST(RST), .d(dividend_extended_q[2*WL-1:4]), .q(rh));
Register        #(.WL(WL)) RL (.CLK(CLK), .RST(RST), .d(dividend_extended_q[WL-1:0]),   .q(rl));
CompareSubtract #(.WL(WL)) CS (.CompareSubtract(CompareSubtract), .rh(rh), .d(d), .rh_tmp(rh_tmp), .q(q));
ShiftRegister   #(.WL(WL)) SR (.ShiftRegister(ShiftRegister), .CLK(CLK), .RST(RST), 
                               .d(dividend_extended), .q(dividend_extended_q));        
    assign quotient = rl;
    assign remainder = rh;
endmodule
`timescale 1ns / 1ps
module Register #(parameter WL = 4)
                 (input CLK, RST,
                  input [WL-1:0] d,
                  output reg [WL-1:0] q);
    always @ (posedge CLK) begin
        if (!RST)
            q <= d;
        else
            q <= 4'b0;
    end
endmodule
`timescale 1ns / 1ps
module ShiftRegister #(parameter WL = 4)
                      (input ShiftRegister, 
                       input CLK, RST,
                       input [2*WL-1:0] d,
                       output reg [2*WL-1:0] q);
    always @ (*) begin
        if (ShiftRegister) begin
            if (!RST) begin
                q <= d << 1;
            end
            else begin
                q <= 0;
            end
        end
    end
endmodule
`timescale 1ns / 1ps
module ZeroExtender #(parameter WL = 4)
                     (input [WL-1:0] dividend,
                      output reg [2*WL-1:0] dividend_extended);
    always @ (*) begin
        dividend_extended = {4'b0, dividend};
    end                     
endmodule
--- ./constraint.sdc ---
current_design Divisor

set clk_period 1.4
set clk_io_pct 0.2

create_clock -name clk0 -period $clk_period [get_ports {CLK}]

set non_clock_inputs [all_inputs -no_clocks]
set_input_delay [expr $clk_period * $clk_io_pct] -clock clk0 $non_clock_inputs
set_output_delay [expr $clk_period * $clk_io_pct] -clock clk0 [all_outputs]
--- ./config.mk ---
export PLATFORM = sky130hd
export DESIGN_NAME = Divisor
export DESIGN_NICKNAME = Divisor
export VERILOG_FILES = /design/flow/design.v
export SDC_FILE = /design/flow/constraint.sdc
export NUM_CORES = 4
export LEC_CHECK = 1
export CORE_AREA = 10 10 70 70
export DIE_AREA = 0 0 80 80
==> impl_metrics.ini <==
; implementation run metrics
[clock_tree]
root_buffer = clkbuf_4
htreeDepth = 1
cts_resized = 0
clockBufferDepth = 2
post-cts-setup-buffers = 0
numCtsBuffers = 3
ctsHoldBuffers = 0
tritoncts = yes
clk_pin_slew_worst_paths_ns = 0.05

[yosys]
yosys_area_um2 = 319
yosysWarnings = 5
synth_area_um2 = 319
synth_area_per_cell_um2 = 11.0
ys_cells = 29
ys.flops = 12
yosysUniqueCellTypes = 7
synth_cells = 29

[worst_setup_path]
crit_type = register to output port
worstPathMaxFanout = 1
critical_path_arrival_ns = 0.99
worst_setup_path_end_kind = output port
cp_cell_sequence = clkdlybuf4s50_1
cp_slowest_cell = clkdlybuf4s50_1
startpoint_type = register
cp_num_buf_inv = 1
crit_cells = 1
slowest_delay_ns = 0.45
crit_family = buffers and inverters
required_ns = 1.12
reg2reg_depth = 3

[hold_path]
hold_class = primary input to register
min_path_cells = 2

[global_routing]
grt_pass1_vias = 216
grt_start_max_net_pins = 11
grt_pass1_wl_um = 883
overflow = 0
track_usage_pct = 1.70
antenna_found_initial = 0

[floorplanning]
fp_util_pct = 9.34
core-area_mm2 = 0.00342
die_y_um = 80
fp.dieArea_mm2 = 0.00640
row_count = 21
io_pins = 18
chipWidth_um = 80

[power]
p_leak_nw = 0.192
ir_drop_mv = 0.161
p_per_area_mw_per_mm2 = 798

[sta]
rsz0062_at_grt = false
fin_crit_sh_pct = 90.9
fin_tns_setup_ns = 0
setup_violations = 0
hold_violations = 0
fin_crit_ns = 1.27
slew_violations = 0
fmax_mhz = 786
untimed_endpoints = 6
unclocked_pins = 6

[flow_run]
max_cap_violations = 0
log.warning_count = 29

[routing]
wirelength_um = 547
drt_drc_violations_left = 0
drtPass1Iterations = 2
ant_nets = 0
vias = 181
routed_via_density = 2.06
num_antenna_cells = 0
drt_iter0_drc = 6
wl_per_cell_um = 6.22

[run_status]
status = completed

[layout]
syn_to_final_growth_pct = 49.8
layout-drive-gt1-share_pct = 9.52
final_util_pct = 14.0

[place]
gp_congestion = 0.651
numPortBuffers = 9
-- state kept, by name (all words and copies together) (netlist names) --
name          cells
C.next_state      2
RH.q              1
RL.q              3
C.state           2
SR.q              4
-- cell families (layout without fill, tap and decap cells) --
group	after synthesis	after routing	share of synthesized area (%)
buf+inv	4	12	9.41
flops	6	6	37.6
latches	6	6	28.2
other cells	1	6	1.18
simple gates	12	12	23.5
-- cell usage in the layout (no fill, tap or decap) --
| cell | count |
|---|---|
| nor2b_1 | 10 |
| clkdlybuf4s50_1 | 9 |
| dlxtn_1 | 6 |
| conb_1 | 6 |
| dfxtp_1 | 6 |
| clkbuf_4 | 3 |
| or2_2 | 1 |
| nand2b_1 | 1 |
-- worst paths after layout --
path	slack, ns	endpoint	from
setup / recovery	0.13	quotient[1]	RL.q[1]
hold / removal	0.80	C.state[0]	RST
setup reg to reg	0.35	C.state[1]	C.state[1]
-- layer usage --
metal  GRT usage (%)  up-vias  part of all wire [%]
met4            1.23        0                   3.8
li1                -      104                     -
met3            2.05        2                    26
met2            2.09       11                    32
met1            1.50       64                    38
met5               0        -                     0
-- synthesized netlist by cell type --
cell,instances,share of area [%]
nor2b_1,10,20
dlxtn_1,6,28
buf_4,4,9.4
conb_1,1,1.2
or2_2,1,2.0
nand2b_1,1,2.0
dfxtp_1,6,38
-- cell type report --
class                      count  area (µm²)
clock buffer                   3        22.5
multi-input combinational     18        97.6
timing repair buffer           9        90.1
sequential                    12         210
tap                           46        57.6
fill                         406        2940
-- stage by stage --
step | power [mW] | setup WS [ns] | cell area, µm² | hold slack [ns] | std cells
after detailed placement | 0.236 | 0.237 | 455 | 0.959 | 85
after floorplan | 0.216 | 0.410 | 338 | 0.352 | 34
after CTS | 0.387 | 0.112 | 478 | 0.815 | 88
after global placement | 0.235 | 0.263 | 455 | 0.958 | 85
final | 0.382 | 0.127 | 478 | 0.804 | 88
after global routing | 0.405 | 0.0744 | 478 | 0.877 | 88
-- power breakdown --
group	switching (mW)	internal [mW]	total (mW)
combinational	0.0110	0.0256	0.0366
clock	0.0538	0.0964	0.150
sequential	0.00278	0.192	0.195
total	0.0676	0.314	0.382
Power and IR drop assume default switching activity.
